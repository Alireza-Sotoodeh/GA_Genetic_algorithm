==> design/flow/design.v <==
`timescale 1ns / 1ps
module fitness_evaluator #(
    parameter CHROMOSOME_WIDTH = 8,
    parameter FITNESS_WIDTH = 10
)(
    input logic clk,
    input logic rst_n,
    input logic start_evaluation,
    input logic [CHROMOSOME_WIDTH-1:0] chromosome,
    output logic [FITNESS_WIDTH-1:0] fitness,
    output logic evaluation_done
);
    always_ff @(posedge clk or negedge rst_n) begin
        if (!rst_n) begin
            fitness <= '0;
            evaluation_done <= 1'b0;
        end else if (start_evaluation) begin
            fitness <= '0;
            for (int i = 0; i < CHROMOSOME_WIDTH; i++) begin
                if (chromosome[i]) begin
                    fitness <= fitness + 1'b1;
                end
            end
            evaluation_done <= 1'b1;
        end else begin
            evaluation_done <= 1'b0;
        end
    end
endmodule
==> design/flow/run.sh <==
#!/bin/bash
# OpenROAD 26Q1-2900-gdf79404cd8, Yosys 0.63+post, stock flow scripts
make -C /OpenROAD-flow-scripts/flow DESIGN_CONFIG=/design/flow/config.mk WORK_HOME=/design/flow/orfs finish
==> design/flow/config.mk <==
export PLATFORM = sky130hd
export DESIGN_NAME = fitness_evaluator
export DESIGN_NICKNAME = fitness_evaluator
export VERILOG_FILES = /design/flow/design.v
export SDC_FILE = /design/flow/constraint.sdc
export NUM_CORES = 4
export LEC_CHECK = 1
export CORE_AREA = 10 10 79 79
export DIE_AREA = 0 0 89 89
==> design/flow/constraint.sdc <==
current_design fitness_evaluator

set clk_period 3.2
set clk_io_pct 0.2

create_clock -name clk0 -period $clk_period [get_ports {clk}]

set non_clock_inputs [all_inputs -no_clocks]
set_input_delay [expr $clk_period * $clk_io_pct] -clock clk0 $non_clock_inputs
set_output_delay [expr $clk_period * $clk_io_pct] -clock clk0 [all_outputs]
==> results.txt <==
Implementation progress

The run finished with clean final reports. The setup TNS stands at 0 ns. The count of different cell masters after synthesis stands at 31. After clock tree synthesis, the repair step resized 0 gates. The share of the clock period used by the worst path after layout stands at 61.0%.

Power comes to 0.000630 W. Per the CTS log, the buffer count on the longest clock path is 2. Setup repair after global routing left no endpoint under its margin. Clock tree synthesis inserted a total of 3 buffers.

The initial antenna violation count was 0. The warning tally printed by Yosys for this design is 1. In this run the worst path has a maximum fanout of 9. The area added between synthesis and finish stands at 47.9%.

The chip height stands at 89 µm. The registers of the reported paths see a clock transition of 0.05 ns. For the worst-skew pair, the clock arrives at the later sink with an insertion delay of 0.23 ns. The maximum ir drop on the vdd rail stands at 0.222 mV. In this run the critical register-to-register path is captured at fitness[4].

The final layout contains routed wiring with a total length of 1.72 mm. The final max-slew violation count recorded for this run is 0. The endpoint arrival time on the critical path stands at 1.31 ns. STA classifies the critical path startpoint as a flip-flop. For reference, the most critical setup path is categorized as flip-flop to output pin. STA shows the worst min-delay path finishing at fitness[8]. The number of vias after detailed routing stands at 567. In this run the tightest slew margin relative to its limit is 66.1%. The weighted congestion reported at the end of routability-driven placement stands at 0.815. The iteration count recorded for the first detailed-route pass is 4. Grouping stages by cell kind, the critical path spends the most delay in flip-flops. The tree is rooted in a clkbuf_8.

Global routing finished with a remaining overflow of 0. The final report gives the core utilization as 20.7%. Looking at the post-CTS report, the setup buffer insertion count equals 0.

The hold buffer count at CTS stands at 0. In this run the maximum-capacitance check reported violations numbering 0. The first global-routing pass estimated 3.02 mm of wire. The number of cells in the yosys synthesis report stands at 58. Per STA, the worst path is made up of clkdlybuf4s50_1.

Per the placement log, port buffering inserted 21 buffers. The slowest stage of the critical path is the dfrtp_1 cell. For reference, the post-synthesis area per instance comes to 11.3 µm².

The starting DRC count in detailed routing stands at 75. The stat command in Yosys gives a chip area of 653 µm². The worst hold path stage count stands at 1. The number of cells produced by synthesis stands at 58. Registers take 275 µm². The initial core utilization stands at 14.0%. The via count of the first global-routing pass stands at 612. The biggest cell delay along the critical path stands at 0.54 ns. After detailed routing, the number of remaining DRC violations is 0.

The average routed wire per standard cell stands at 12.8 µm. The number of top-level pins stands at 22. The synthesized area stands at 653 µm². The share of synthesized area occupied by flip-flops and latches stands at 42.1%. Note that the worst hold path type here is flip-flop to flip-flop. The required time of the critical path stands at 2.56 ns. The startpoint identified for the worst hold timing path is fitness[8]. The number of antenna diodes in the final layout is 0. The static leakage stands at 0.347 nW. The area of the core stands at 0.00466 mm².

The total routing usage reported by global routing stands at 4.76%. The worst setup path is captured at an output pin. The worst slack on hold paths stands at 0.562 ns. After floorplanning, the die was sized to cover 0.00792 mm². The half-perimeter wire length of the detailed placement result stands at 1.41 mm. Entering global routing, the biggest net connects 17 pins.

The clock net in this run drives a total of 11 sinks. The post-layout minimum cycle time stands at 1.95 ns. Summing all multi-input logic gate instances after layout gives 360 µm². The flow reported a cell area power density of 653 mW/mm². For the worst reg-to-reg path, the startpoint reported by OpenROAD is fitness[0]. The average via count per standard cell stands at 4.20. The maximum clock frequency stands at 513 MHz. The report lists the number of standard-cell rows as 25.

Per the final timing report, the hold violations number 0. The post-detailed-route count of antenna-violating nets stands at 0. The stage logs contain a warning count of 25.

Synthesis inferred 11 register bits. Of the cells placed in the final design, the portion with a size suffix greater than 1 is 14.8%. Between clock sinks in the finished design, the worst skew comes to 0.00113 ns. The floorplan step set the die width to 89 µm. TritonCTS built the clock tree. The level count of the clock H-tree stands at 1.

The setup slack of the most critical reg-to-reg path stands at 1.76 ns. The worst register-to-register path depth is 5. The transition time recorded at the tightest slew-check pin is 0.507 ns. Along the critical path, the tally of buffer and inverter instances is 1.

Fill cells in the final layout number 484. The total of endpoints with negative setup slack in the final report stands at 0.
-- layout by cell type, fill, tap and decap left out, types with 2 or more instances in the layout --
master           count
dfrtp_1             11
inv_1                2
mux2i_1              2
nand3_1              6
clkbuf_8             3
o21ai_1              2
clkdlybuf4s50_1     21
nand4_1              3
nand2_1              3
o211ai_1             2
nor4_4               2
o21ai_0              2
a31oi_1              2
-- Yosys cell counts --
cell type / instances / area, µm²
nor4_1: 1 / 6.26
o41ai_1: 1 / 8.76
nand4_4: 1 / 21.3
o2bb2ai_1: 1 / 8.76
and2_1: 1 / 6.26
dfrtp_1: 11 / 275
ha_1: 1 / 12.5
a31oi_1: 2 / 12.5
nand2b_1: 1 / 6.26
buf_2: 2 / 10.0
nor4_4: 2 / 42.5
a21o_1: 1 / 7.51
o22ai_1: 1 / 6.26
and3_2: 1 / 7.51
o41ai_2: 1 / 16.3
nand4_1: 3 / 18.8
nor3b_1: 1 / 7.51
a21bo_2: 1 / 10.0
a21oi_1: 1 / 5.00
o21ai_1: 2 / 10.0
nand4b_1: 1 / 8.76
o211ai_1: 2 / 15.0
o21ai_0: 2 / 10.0
o21ba_1: 1 / 10.0
nand3_1: 6 / 30.0
nand2_1: 3 / 11.3
nor2_4: 1 / 11.3
mux2i_1: 2 / 20.0
nor3b_2: 1 / 12.5
inv_1: 2 / 7.51
nand3_4: 1 / 17.5
-- worst max-delay path by stage --
stage,depth (start not counted),from,to,slack [ns]
final,1,fitness[2],fitness[2],1.25
after CTS,1,fitness[2],fitness[2],1.25
after global routing,3,start_evaluation,fitness[5],1.16
-- sequential cells by signal (all words and copies together) (netlist names) --
register         flops
fitness             10
evaluation_done      1
-- per-layer routing --
metal  part of all wire, %  routed length, µm  GRT usage, %
met5                     0                  0             0
met4                  0.35                  6         0.578
met3                   8.2                142          1.74
met2                    50                863          8.24
met1                    41                710          5.67
-- logic make-up (layout without fill, tap and decap cells) --
kind of cell,after synthesis,after routing,synth area share (%)
flops,11,11,42.1
fa+ha+maj,1,1,1.92
simple gates,24,24,31.8
compound gates,16,16,18.4
mux,2,2,3.07
buf+inv,4,27,2.68
-- power breakdown --
group / switching (W) / leakage, nW / internal (W) / total (W)
Sequential: 0.0000903 / 0.130 / 0.000185 / 0.000275
Combinational: 0.0000735 / 0.195 / 0.000149 / 0.000223
Clock: 0.0000456 / 0.0228 / 0.0000869 / 0.000133
Total: 0.000209 / 0.347 / 0.000421 / 0.000630
-- metrics by stage --
stage	area [µm²]	cells	worst slack, ns
6_report	966	135	1.25
5_1_grt	966	135	1.16
4_1_cts	966	135	1.25
3_5_place_dp	921	131	1.05
3_3_place_gp	921	131	1.09
2_1_floorplan	653	58	1.71
-- final cells by class --
class	count	share of cell area (%)
Timing Repair Buffer	21	21.8
Sequential cell	11	28.5
Clock buffer	4	4.66
Inverter	2	0.777
Tap cell	54	6.99
Multi-Input combinational cell	43	37.3
Power and IR drop assume default switching activity.
