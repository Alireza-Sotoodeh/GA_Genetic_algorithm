==> flow/design.v <==
`timescale 1ns/1ps
(* keep_hierarchy = "yes" *) 
module lfsr_SudoRandom #(
    parameter WIDTH1 = 16, 
    parameter WIDTH2 = 15, 
    parameter WIDTH3 = 14, 
    parameter WIDTH4 = 13,  
    parameter defualtSeed1 = 16'hACE1,
    parameter defualtSeed2 = 15'h3BEE,
    parameter defualtSeed3 = 14'h2BAD,
    parameter defualtSeed4 = 13'h1DAD
)(
    clk,
    rst,
    start_lfsr,
    seed_in,
    load_seed,
    random_out
);
    input  logic                   clk;
    input  logic                   rst;           
    input  logic                   start_lfsr;    
    input  logic [WIDTH1+WIDTH2+WIDTH3+WIDTH4-1:0] seed_in;  
    input  logic                   load_seed;    
    output logic [WIDTH1-1:0]      random_out;      
    (* srl_style = "srl" *)           
    (* shreg_extract = "yes" *)       
    (* keep = "true" *)               
    logic [WIDTH1-1:0] lfsr1;
    (* srl_style = "srl" *)
    (* shreg_extract = "yes" *)
    (* keep = "true" *)
    logic [WIDTH2-1:0] lfsr2;
    (* srl_style = "srl" *)
    (* shreg_extract = "yes" *)
    (* keep = "true" *)
    logic [WIDTH3-1:0] lfsr3;
    (* srl_style = "srl" *)
    (* shreg_extract = "yes" *)
    (* keep = "true" *)
    logic [WIDTH4-1:0] lfsr4;
    (* keep = "true" *)
    (* lut1 = "yes" *)                
    logic fb1, fb2, fb3, fb4;
    (* use_dsp = "no" *)           	 
    (* keep = "true" *)
    logic [WIDTH1-1:0] combined;
    assign fb1 = lfsr1[WIDTH1-1] ^ lfsr1[WIDTH1-3] ^ lfsr1[WIDTH1-4] ^ lfsr1[WIDTH1-6];        
    assign fb2 = lfsr2[WIDTH2-1] ^ lfsr2[WIDTH2-2] ^ lfsr2[WIDTH2-4] ^ lfsr2[WIDTH2-5];        
    assign fb3 = lfsr3[WIDTH3-1] ^ lfsr3[WIDTH3-3] ^ lfsr3[WIDTH3-5] ^ lfsr3[WIDTH3-7];        
    assign fb4 = lfsr4[WIDTH4-1] ^ lfsr4[WIDTH4-2] ^ lfsr4[WIDTH4-4] ^ lfsr4[WIDTH4-5];        
    always_ff @(posedge clk or posedge rst) begin
        if (rst) begin
            lfsr1 <= defualtSeed1;
            lfsr2 <= defualtSeed2;
            lfsr3 <= defualtSeed3;
            lfsr4 <= defualtSeed4;
        end else if (load_seed) begin
            lfsr1 <= seed_in[WIDTH1+WIDTH2+WIDTH3+WIDTH4-1 : WIDTH2+WIDTH3+WIDTH4];
            lfsr2 <= seed_in[WIDTH2+WIDTH3+WIDTH4-1 : WIDTH3+WIDTH4];
            lfsr3 <= seed_in[WIDTH3+WIDTH4-1 : WIDTH4];
            lfsr4 <= seed_in[WIDTH4-1:0];
        end else if (start_lfsr) begin
            lfsr1 <= {fb1, lfsr1[WIDTH1-1:1]};
            lfsr2 <= {fb2, lfsr2[WIDTH2-1:1]};
            lfsr3 <= {fb3, lfsr3[WIDTH3-1:1]};
            lfsr4 <= {fb4, lfsr4[WIDTH4-1:1]};
        end
    end
    assign combined = lfsr1 ^ {{(WIDTH1-WIDTH2){1'b0}}, lfsr2} ^ {{(WIDTH1-WIDTH3){1'b0}}, lfsr3} ^ {{(WIDTH1-WIDTH4){1'b0}}, lfsr4};
    always_comb begin
        random_out = combined  ^ (combined >> 7) ^ (combined << 3);
    end
endmodule
==> flow/run.sh <==
#!/bin/bash
# OpenROAD 26Q1-2900-gdf79404cd8, Yosys 0.63+post, stock flow scripts
make -C /OpenROAD-flow-scripts/flow DESIGN_CONFIG=/design/flow/config.mk WORK_HOME=/design/flow/orfs finish
==> flow/config.mk <==
export PLATFORM = sky130hd
export DESIGN_NAME = lfsr_SudoRandom
export DESIGN_NICKNAME = lfsr_SudoRandom
export VERILOG_FILES = /design/flow/design.v
export SDC_FILE = /design/flow/constraint.sdc
export NUM_CORES = 4
export LEC_CHECK = 1
export CORE_UTILIZATION = 30
==> flow/constraint.sdc <==
current_design lfsr_SudoRandom

set clk_period 2.1
set clk_io_pct 0.2

create_clock -name clk0 -period $clk_period [get_ports {clk}]

set non_clock_inputs [all_inputs -no_clocks]
set_input_delay [expr $clk_period * $clk_io_pct] -clock clk0 $non_clock_inputs
set_output_delay [expr $clk_period * $clk_io_pct] -clock clk0 [all_outputs]
==> impl_metrics.ini <==
; implementation run metrics
[final_timing]
slew-limit-headroom_pct = 71.9
finalClockSkew_ps = 5.86
fin_crit_ps = 2190
slew_viol_final = 0
timing.final.ws_setup_ps = -90.5
setup_viol = 8
finalCritPeriodShare_pct = 104
hold_viol = 0
rsz0062_at_grt = yes
worst_pin_slew_ps = 422
fmaxAchievable_ghz = 0.457

[power]
internal_power_uw = 4190
ir_drop_mv = 0.585
power_density_nw_per_um2 = 1050
switching_share_pct = 26.7
p_leak_uw = 0.00246
clockPowerShare_pct = 32.5
p_seq_share_pct = 25.5
p_switching_uw = 1530
power.total_uw = 5720
combPwrFrac_pct = 42.0

[cells_and_area]
final_cell_area_um2 = 5470
lay_top_count = clkdlybuf4s50_1
area_growth_pct = 60.9
fillers = 947
layout_top_cells = clkdlybuf4s50_1 (59), mux2i_1 (58), nand2_1 (58), o21ai_0 (58), buf_4 (58)
drive_above_1_share_pct = 39.4

[run]
warnings = 29
cap_violations = 0

[floorplan]
floorplan.core_util_pct = 31.1
pin_count = 78
fp.dieW_um = 108
chipArea_um2 = 11800
core-area_um2 = 10900
die_h_um = 108
std_cell_rows = 38

[routing]
vias = 2667
drtIter0Drc = 94
dr.pass1.iters = 4
remaining_drc_errors = 0
post_drt_wl_per_cell_um = 14.1
ant_nets = 0
routed_wl_mm = 8.57
num_antenna_cells = 0
detail_route.vias_per_cell = 4.38

[placed_design]
dpl-instance-area_um2 = 4650
hpwlAfterDp_mm = 5.82
gp_congestion = 0.793
portBuffers = 77

[clock_tree]
clkTransAtPathRegs_ps = 50
cts_hold_buf = 0
cts_tree = yes
cts_buffer_depth = 2
clk_latency_ps = 320
cts_root_buf = clkbuf_16
numCtsBuffers = 9
h-tree-depth = 3
clock-sinks = 58

[setup_path]
startpoint = lfsr3[8]
r2r_cells = 5
setup.worst_path.end = random_out[8]
crit_fanout = 2
rr_endpoint = lfsr3[13]
worstSetupPathType = flop to primary output
r2r-start = lfsr3[9]
crit_arrival_ps = 1770
r2r_slack_ps = 640
crit_path_start_kind = flop
end_kind = primary output
cp_data_required_time_ps = 1680

[global_route]
grt_max_degree = 117
grt_overflow = 0
antenna_found_initial = 0
grt_pass1_wl_mm = 13.7
grt_pass1_vias = 2735
grtUsageTotal_pct = 15.6

[logic_synthesis]
syn_area_per_cell_um2 = 10.3
synth_cells = 331
yosys_warnings = 1
synth_area_um2 = 3400

[run_status]
violations = setup timing
status = finished, violations left

[min_path]
min_path_type = primary input to async pin
==> stage by stage <==
| stage | utilization, % | cells | hold slack, ps | setup slack, ps | setup TNS [ps] |
|---|---|---|---|---|---|
| 2_1_floorplan | - | 331 | 536 | 313 | 0 |
| 3_3_place_gp | 42.5 | 576 | 560 | -115 | -863 |
| 3_5_place_dp | 42.5 | 576 | 566 | -123 | -827 |
| 4_1_cts | 48.7 | 609 | 487 | -215 | -669 |
| 5_1_grt | 50.0 | 609 | 497 | -181 | -1380 |
| 6_report | 50.0 | 609 | 471 | -90.5 | -424 |
==> power groups by stage <==
stage                 clock network (uW)  logic, uW  registers, uW
after CTS                           1890       2190           1450
after global routing                1930       2620           1480
final                               1860       2400           1460
==> timing repair <==
action,in CTS,in global routing
hold endpoints to repair,0,0
endpoints found under the setup margin,16,15
buffers inserted,20,2
resized,74,24
pin swaps,41,26
==> layer usage <==
layer / vias up / track usage, % / part of all wire [%]
li1: 1361 / - / -
met2: 73 / 23.7 / 46
met5: - / 0 / 0
met3: 7 / 3.50 / 7.4
met4: 0 / 2.03 / 1.0
met1: 1226 / 24.2 / 46
==> sequential cells by signal (all words and copies together) (netlist names) <==
| name | flops |
|---|---|
| lfsr1 | 16 |
| lfsr2 | 15 |
| lfsr3 | 14 |
| lfsr4 | 13 |
==> cell type report <==
class                   instances  area, um2  share of cell area, %
clock buffers                  12        267                   4.87
clock inverters                 4        120                   2.20
inverters                       2       10.0                  0.183
multi-input cells             250       2160                   39.5
flip-flops and latches         58       1500                   27.4
well taps                     140        175                   3.20
repair buffers                143       1240                   22.7
==> critical path: stages (launching register included) <==
cell     delay (ps)
dfstp_2         550
xor2_2          200
xnor2_2         180
buf_4           170
xnor2_2         100
xnor2_1         140
buf_2           110
==> how the worst min path moves through the flow <==
| stage | from | end | slack (ps) |
|---|---|---|---|
| CTS | rst | lfsr1[4] | 490 |
| global route | rst | lfsr1[4] | 500 |
| finish | rst | lfsr4[6] | 470 |
Power figures rest on the tool's default switching activity, not on a simulated workload.
