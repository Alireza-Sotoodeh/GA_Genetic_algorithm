==> design/flow/design.v <==
`timescale 1ns / 1ps
module population_memory #(
    parameter CHROMOSOME_WIDTH = 8,
    parameter POPULATION_SIZE = 16,
    parameter ADDR_WIDTH = $clog2(POPULATION_SIZE)
)(
    input logic clk,
    input logic rst_n,
    input logic write_enable,
    input logic [ADDR_WIDTH-1:0] write_addr,
    input logic [ADDR_WIDTH-1:0] read_addr,
    input logic [CHROMOSOME_WIDTH-1:0] write_data,
    output logic [CHROMOSOME_WIDTH-1:0] read_data
);
   logic [CHROMOSOME_WIDTH-1:0] population [POPULATION_SIZE-1:0];
    always_ff @(posedge clk) begin
        if (write_enable) begin
            population[write_addr] <= write_data;
        end
    end
    assign read_data = population[read_addr];
endmodule
==> design/flow/run.sh <==
#!/bin/bash
# OpenROAD 26Q1-2900-gdf79404cd8, Yosys 0.63+post, stock flow scripts
make -C /OpenROAD-flow-scripts/flow DESIGN_CONFIG=/design/flow/config.mk WORK_HOME=/design/flow/orfs finish
==> design/flow/config.mk <==
export PLATFORM = sky130hd
export DESIGN_NAME = population_memory
export DESIGN_NICKNAME = population_memory
export VERILOG_FILES = /design/flow/design.v
export SDC_FILE = /design/flow/constraint.sdc
export NUM_CORES = 4
export LEC_CHECK = 1
export CORE_UTILIZATION = 50
==> design/flow/constraint.sdc <==
current_design population_memory

set clk_period 2.2
set clk_io_pct 0.2

create_clock -name clk0 -period $clk_period [get_ports {clk}]

set non_clock_inputs [all_inputs -no_clocks]
set_input_delay [expr $clk_period * $clk_io_pct] -clock clk0 $non_clock_inputs
set_output_delay [expr $clk_period * $clk_io_pct] -clock clk0 [all_outputs]
==> deck_impl_summary.md <==
Flow Results at a Glance

Status
  • Status: finished with violations
  • Failing checks: setup timing

Power
  • Overall power: 5730 uW
  • PwrDens: 912 nW/um^2
  • Max VDD drop: 0.482 mV
  • Static Leak: 0.00210 uW

Job
  • Max-cap violations: 0
  • Tool warnings: 28

Timing
  • Final max-slew violation count: 0
  • Slew headroom: 0.618
  • Min cycle time layout: 2220 ps
  • Part of the cycle the worst path needs: 1.01
  • Final hold violations: 0
  • Final setup violation count: 2
  • RSZ-0062 raised after global routing: true
  • Fmax: 450 MHz
  • Setup ws final: -22.7 ps
  • Setup_tns: -28.0 ps
  • Worst-margin pin slew: 572 ps

CTS
  • Worst-path clk slew: 60 ps
  • Cts hold-fix bufs: 0
  • CTS HTree Levels: 4
  • Clock Tree Root: clkbuf_8
  • CTS max path bufs: 2
  • Total CTS buffers: 17
  • TritonCTS clock tree: built
  • CTS Sinks: 128

Drt
  • Total wire length: 10.0 mm
  • Vias: 2487
  • Drt drc: 0
  • DR vias/cell: 5.63
  • N_diodes: 0
  • DRT antenna net count: 0
  • Drt wl/cell: 22.7 um
  • Iter 0 DRT Violations: 101
  • Drt first pass iters: 4

Synth
  • Flops & latches, synth: 128
  • Synth logic family: multiplexers
  • Compound-Gate Fraction of Synth Area: 0.0241
  • Mapped Area: 4990 sq um
  • Yosys Chip Area: 4990 sq um
  • Yosys simple share: 0.0329
  • Most common cell in the netlist: edfxtp_1
  • Synth mux share: 0.155
  • Area leader share: 0.771
  • Synth Seq Share: 0.771
  • Yosys top cell by area: edfxtp_1
  • Yosys warning total: 1
  • Cells after Synth: 221
  • Unique cell types: 18
  • Post-synth top cells: edfxtp_1, mux4_2, a22oi_1
  • Top area cell types: edfxtp_1, mux4_2, mux4_1, a22oi_1, nor2_1
  • # Cells Yosys: 221
  • Commonest flop: edfxtp_1
  • Async SR Flop Fraction: 0
  • Avg Cell Area, Syn: 22.6 sq um
  • XOR Share, Synth: 0
  • Yosys adder share: 0
  • EDFF count, synth: 128

Die
  • DIE HEIGHT: 102 um
  • Core area: 9730 sq um
  • Die area: 10400 sq um
  • Boundary Pins: 27
  • FP Rows: 36
  • Initial core utilization: 0.513
  • Die Wd: 102 um

Global routing
  • Met3 global-route usage: 0.154
  • GRT Util Overall: 0.241
  • Vias in the first global route: 2751
  • Initial antenna violation count: 0
  • Met2 Use GR: 0.349
  • Busiest grt layer: met1
  • Largest net degree at the start of global routing: 17
  • First-pass GRT wire length: 15.6 mm
  • Gr ovfl total: 0
  • Routing usage on met1: 0.372

Worst setup path
  • CP required: 1760 ps
  • CP arrival: 1780 ps
  • Crit Path Category: register to output pin
  • Nature of the critical path startpoint: register
  • CP Cell Sequence: mux4_2, a22oi_2, nand2_1, buf_2
  • CP Capture Type: output pin
  • Max Fanout on Critical Path: 1
  • Max stage delay cell, worst path: mux4_2
  • Worst Setup SP: population[1][2]$_DFFE_PP_
  • Slowest cell delay on critical path: 500 ps

Cells and area
  • Share of cells above drive strength 1: 0.427
  • Register area: 3840 sq um
  • Finished Core Util: 0.646
  • Largest Register: population
  • Design area: 6280 sq um
  • Combinational Area: 1100 sq um
  • Area Overhead vs Synth: 26.0%
  • Fill cell count: 687
  • Cell Count, Final, Fillers Out: 442
  • Max reg flops: 128
  • Top Registers: population (128)

Worst hold path
  • Hold path startpoint: write_data[3]
  • Hold WC Path Type: input pin to register
  • Hold path depth: 1

Placement
  • Placed Instance Area: 5620 sq um
  • Final HPWL DP: 6.24 mm
  • PortBufs: 25
  • Post-Place Cells: 402
  • RePlAce Congestion: 0.800
## layer usage
layer,up-vias,routed length [um]
met1,1227,3860
met4,0,101
met5,-,0
met2,161,4760
li1,1091,-
met3,8,1290
## kinds of logic after synthesis
| kind of cell | count (synthesis) |
|---|---|
| AOI/OAI and AO/OA | 16 |
| DFF | 128 |
| buffers and inverters | 10 |
| muxes | 32 |
| and+or+nand+nor | 35 |
## metrics by stage
step	hold slack [ps]	worst slack, ps
after floorplan	539	267
after global placement	1390	-593
after detailed placement	1410	-582
after CTS	867	-45.1
after global routing	897	-98.7
final	868	-22.7
## timing repair
item / 4_1_cts / 5_1_grt
resized: 58 / 3
gates cloned: 1 / 0
buffers inserted: 4 / 3
pin swaps: 22 / 1
setup endpoints to repair: 8 / 8
## path summary, 6_finish.rpt
check	endpoint	slack (ps)
worst min-delay path	population[9][3]$_DFFE_PP_	870
worst max-delay path	read_data[2]	-20
## layout by cell type (no fill, tap or decap)
master,instances
clkinv_1,1
buf_12,5
mux4_2,31
inv_6,4
nor2_4,1
nand2b_1,2
bufinv_16,2
a22oi_1,1
clkinvlp_4,5
clkinv_4,2
clkdlybuf4s50_1,15
and2_4,1
bufbuf_16,1
edfxtp_1,128
nor3_1,4
buf_4,36
nand3_1,1
buf_2,8
or3b_2,1
nor2b_2,1
nand3b_1,2
mux4_1,1
clkbuf_16,16
and2b_2,1
nor2_1,12
clkdlybuf4s15_1,1
nand2_1,9
a22oi_2,15
clkbuf_8,1
clkinv_2,1
## power breakdown
group | internal, uW | switching (uW)
Clock | 1620 | 1020
Sequential | 2740 | 11.0
Combinational | 177 | 168
Total | 4530 | 1200
## worst max-delay path, delay by kind of cell (launching register included)
family          cells  cell delay (ps)
mux                 1              500
flops               1              390
compound gates      1              200
buf+inv             1              110
simple gates        1               70
## final cells by class
type / count / area share
clock buffers: 17 / 0.0659
well taps: 133 / 0.0265
flip-flops and latches: 128 / 0.612
clock inverters: 15 / 0.0253
multi-input cells: 83 / 0.175
repair buffers: 66 / 0.0960
No activity file was given, so power comes from the tool's default toggle rates.
